$ cat flow/design.v
module ALU(
    src1_i,
	src2_i,
	ctrl_i,
	result_o,
	zero_o
	);
input  [32-1:0]  src1_i;
input  [32-1:0]	 src2_i;
input  [4-1:0]   ctrl_i;
output [32-1:0]	 result_o;
output           zero_o;
reg    [32-1:0]  result_o;
wire             zero_o;
assign zero_o = result_o;
always @(ctrl_i, src1_i, src2_i) begin
	case(ctrl_i)
		0: result_o <= src1_i & src2_i;                          
		1: result_o <= src1_i | src2_i;                          
		2: result_o <= src1_i + src2_i;                          
		3: result_o[4:0] <= 5'b11111;                           
		5: result_o <= (src1_i < src2_i) ? 1 : 0;                
		6: result_o <= src1_i - src2_i;                          
		7: result_o <= (src1_i < src2_i) ? 1 : 0;                
		8: result_o <= src1_i + src2_i;                          
		10: result_o <=(src1_i == src2_i) ? 1 : 0;               
		default: result_o <= 0;
	endcase
end
endmodule
$ cat flow/run.sh
#!/bin/bash
# OpenROAD 26Q1-2900-gdf79404cd8, Yosys 0.63+post, stock flow scripts
make -C /OpenROAD-flow-scripts/flow DESIGN_CONFIG=/design/flow/config.mk WORK_HOME=/design/flow/orfs finish
$ cat flow/config.mk
export PLATFORM = sky130hd
export DESIGN_NAME = ALU
export DESIGN_NICKNAME = ALU
export VERILOG_FILES = /design/flow/design.v
export SDC_FILE = /design/flow/constraint.sdc
export NUM_CORES = 4
export LEC_CHECK = 1
export CORE_UTILIZATION = 40
$ cat flow/constraint.sdc
current_design ALU

set clk_period 14.6
set clk_io_pct 0.2

create_clock -name clk0 -period $clk_period

set non_clock_inputs [all_inputs -no_clocks]
set_input_delay [expr $clk_period * $clk_io_pct] -clock clk0 $non_clock_inputs
set_output_delay [expr $clk_period * $clk_io_pct] -clock clk0 [all_outputs]
==> flow_summary.json <==
{
  "status": "completed",
  "dpl_cell_area_um2": 6590,
  "layout.cells.non_filler": 1022,
  "drive_gt1_share_pct": 6.26,
  "dp_hpwl_mm": 13.3,
  "internal-power_mw": 0.0936,
  "dr.pass1.iters": 5,
  "combPwrFrac_pct": 97.9,
  "grt_pass1_wl_mm": 27.9,
  "crit_path_max_incr_delay_ns": 0.48,
  "ir_worst_vdd_mv": 0.0165,
  "tightest_slew_ns": 0.771,
  "powerDensity_nw_per_um2": 33.6,
  "synth_area_per_cell_um2": 7.02,
  "slew_viol_final": 0,
  "wl_mm": 17.1,
  "core_um2": 13300,
  "syn_area_um2": 5490,
  "postLayoutCellArea_um2": 6590,
  "whs_ns": 7.08,
  "synthAdderAreaFrac_pct": 24.6,
  "synth-compound-area-share_pct": 36.9,
  "ys_ff": 27,
  "place_congestion": 0.957,
  "logic_family": "AND-OR/OR-AND gates",
  "worstPathCellList": "clkdlybuf4s50_1 -> inv_1 -> ha_1 -> fa_1 -> o21bai_1 -> a2111oi_2 -> o211a_4 -> o31a_1 -> o21ai_2 -> nand2_1 -> o211ai_1 -> nand2_1 -> clkdlybuf4s50_1",
  "drtIter0Drc": 323,
  "remaining_drc_errors": 0,
  "power_mw": 0.221,
  "untimed_endpoints": 54,
  "edf_count": 0,
  "syn_to_final_growth_pct": 20.0,
  "gr-total-overflow": 0,
  "die.size.y_um": 119,
  "arrival_ns": 6.12,
  "netlist.area_leader.share_pct": 23.9,
  "mux_area_share_pct": 0.569,
  "first_global_vias": 5462,
  "warnings": 105,
  "fp-row-count": 42,
  "min_period_ns": 9.04,
  "synth.distinct_cells": 83,
  "ys_warn_count": 1,
  "path_buffers": 3,
  "grt_usage_pct": 24.3,
  "grt_max_degree": 35,
  "cpMaxStageDelayCell": "clkdlybuf4s50_1",
  "dp.cells": 1022,
  "regMostFlops": "result_o",
  "xor_area_share_pct": 0.797,
  "flop_cell": "dlxtn_1",
  "die_w_um": 119,
  "startpoint_type": "primary input",
  "ctsResizeCount": 0,
  "yosysCellCount": 783,
  "critPathCaptureType": "output pin",
  "area_leaders": "ha_1 24%, dlxtn_1 7.4%, a21oi_1 6.7%",
  "rsz0062_at_grt": "no",
  "p_clk_share_pct": 0,
  "hold_viol": 0,
  "critical_path.max_fanout": 6,
  "post-route-period-util_pct": 61.9,
  "holdBufCountCts": 0,
  "largest_register_ffs": 27,
  "viasPerCell": 5.78,
  "yosys.area.top_type": "ha_1",
  "antenna_found_initial": 0,
  "wl_per_cell_um": 16.7,
  "diodes": 0,
  "max_slew_margin_pct": 48.5,
  "numPortBuffers": 101,
  "power_frac_seq_pct": 2.1,
  "switching_share_pct": 57.7,
  "postCtsSetupBuffers": 0,
  "reg.largest.list": "result_o (27)",
  "die_area_um2": 14200,
  "num_io_pins": 101,
  "drv_cap": 0,
  "hp-class": "primary input to output pin",
  "unclocked_pins": 27,
  "yosysChipArea_um2": 5490,
  "critPathKind": "primary input to output pin",
  "vias": 5908,
  "synth-async-reset-ratio_pct": 0,
  "syn-instance-count": 783,
  "simple_gate_share_pct": 19.4,
  "cp_top_family": "AND-OR/OR-AND gates",
  "max_freq_mhz": 111,
  "fin_tns_setup_ns": 0,
  "switchingPower_mw": 0.128,
  "detail-route-antenna-nets": 0,
  "leakage_nw": 2.97,
  "worstPathRequired_ns": 11.68,
  "setup_viol_count_final": 0,
  "fp_util_pct": 41.3
}
-- routing by layer --
metal | vias to the layer above | GRT usage (%) | wire [µm]
met3 | 15 | 1.08 | 1090
li1 | 2946 | - | -
met5 | - | 0 | 0
met1 | 2717 | 37.5 | 8360
met4 | 0 | 2.45 | 127
met2 | 230 | 38.6 | 7520
-- power groups by stage --
stage     sequential, mW  clock [mW]  combinational, mW
6_report         0.00460           0              0.217
4_1_cts          0.00462           0              0.215
5_1_grt          0.00469           0              0.238
-- placed cells by master (no fill, tap or decap), types with 9 or more instances in the layout --
cell	count
o22ai_1	18
dlxtn_1	27
nand2b_1	10
buf_4	9
o21ai_0	29
nor3_1	15
nand2_1	55
o221ai_1	18
clkdlybuf4s50_1	101
o31ai_1	10
a21o_1	16
inv_1	89
ha_1	105
a21oi_1	73
a221oi_1	19
nand3_1	13
nor2_1	82
-- worst paths after layout --
| kind | slack [ns] | end | from | cells after the start |
|---|---|---|---|---|
| worst max-delay path | 5.56 | zero_o | src1_i[0] | 13 |
| worst min-delay path | 7.08 | result_o[2] | src2_i[2] | 5 |
-- synthesized netlist by cell type (4+ instances only) --
| cell | count |
|---|---|
| inv_1 | 89 |
| a21oi_2 | 5 |
| o21bai_1 | 8 |
| o221ai_1 | 18 |
| dlxtn_1 | 27 |
| nor2b_1 | 4 |
| a31oi_1 | 7 |
| ha_1 | 105 |
| a21o_1 | 16 |
| clkbuf_1 | 33 |
| nor2_1 | 82 |
| nor3_1 | 16 |
| nand4_1 | 6 |
| nand3_1 | 13 |
| o22ai_1 | 18 |
| or3_1 | 7 |
| a221oi_1 | 19 |
| buf_2 | 7 |
| nand2_1 | 55 |
| a21oi_1 | 73 |
| nor4_1 | 9 |
| inv_2 | 6 |
| o21a_1 | 4 |
| o31ai_1 | 10 |
| xnor2_1 | 5 |
| o21ai_0 | 29 |
| nand2b_1 | 10 |
| o211ai_1 | 8 |
| o21ai_1 | 5 |
| and2_1 | 4 |
-- cells by family (layout without fill, tap and decap cells) --
group | Yosys count | count (layout)
buffers and inverters | 142 | 205
latches | 27 | 27
xor gates and xnor gates | 5 | 5
muxes | 3 | 3
and+or+nand+nor | 225 | 225
AOI/OAI and AO/OA | 274 | 274
adders and majority gates | 107 | 107
-- metrics by stage --
step | util [%] | setup slack (ns)
6_report | 49.6 | 5.56
2_1_floorplan | - | 6.75
3_3_place_gp | 49.6 | 5.64
4_1_cts | 49.6 | 5.59
3_5_place_dp | 49.6 | 5.63
5_1_grt | 49.6 | 5.37
-- final cells by class --
class,instances,area (µm²)
timing repair buffer,110,1080
inverter,95,357
multi-input combinational,614,4530
tap,176,220
sequential,27,405
fill,1337,6700
Power figures rest on the tool's default switching activity, not on a simulated workload.
