## /design/flow/constraint.sdc

```tcl
current_design Adder

set clk_period 18.1
set clk_io_pct 0.2

create_clock -name clk0 -period $clk_period

set non_clock_inputs [all_inputs -no_clocks]
set_input_delay [expr $clk_period * $clk_io_pct] -clock clk0 $non_clock_inputs
set_output_delay [expr $clk_period * $clk_io_pct] -clock clk0 [all_outputs]
```

## /design/flow/design.v

```verilog
module Adder(
    src1_i,
	src2_i,
	sum_o
	);
input  [32-1:0]  src1_i;
input  [32-1:0]	 src2_i;
output [32-1:0]	 sum_o;
wire    [32-1:0]	 sum_o;
   assign sum_o = src1_i + src2_i;
endmodule
```

## /design/flow/run.sh

```bash
#!/bin/bash
# OpenROAD 26Q1-2900-gdf79404cd8, Yosys 0.63+post, stock flow scripts
make -C /OpenROAD-flow-scripts/flow DESIGN_CONFIG=/design/flow/config.mk WORK_HOME=/design/flow/orfs finish
```

## /design/flow/config.mk

```make
export PLATFORM = sky130hd
export DESIGN_NAME = Adder
export DESIGN_NICKNAME = Adder
export VERILOG_FILES = /design/flow/design.v
export SDC_FILE = /design/flow/constraint.sdc
export NUM_CORES = 4
export LEC_CHECK = 1
export CORE_AREA = 10 10 94 94
export DIE_AREA = 0 0 104 104
```

==> metrics.log <==
[flow] collecting metrics
INFO  metric run_status = completed
INFO  metric worstPathArrival = 6580 ps
INFO  metric hold_violations = 0
INFO  metric synthTopCellsByArea = sky130_fd_sc_hd__ha_1 22%, sky130_fd_sc_hd__a21oi_1 8.3%, sky130_fd_sc_hd__a21o_1 8.2%
INFO  metric ys_warn_count = 0
INFO  metric die_w = 104 um
INFO  metric grt_antenna_before_repair = 0
INFO  metric whs_path_depth = 3
INFO  metric max_slew_headroom_at_the_worst_pin = 64.4%
INFO  metric crit_path_end_kind = output pin
INFO  metric critPathMaxFanout = 4
INFO  metric grt_usage = 10.2%
INFO  metric fill_cells = 708
INFO  metric yosys-stat-area = 1740 sq um
INFO  metric num_rows = 30
INFO  metric post_synth_num_cell_types = 50
INFO  metric first_global_vias = 2035
INFO  metric timing.critical_path.cells = clkdlybuf4s50_1 -> ha_1 -> fa_1 -> a21o_1 -> a31o_2 -> nand3_1 -> o221ai_1 -> a311oi_1 -> o21bai_1 -> xor2_1 -> clkdlybuf4s50_1
INFO  metric post-place-ws = 7890 ps
INFO  metric drt_wl_total = 5.81 mm
INFO  metric cpLargestDelayFamily = AND-OR/OR-AND gates
INFO  metric setup_total_negative_slack = 0 ps
INFO  metric critical_path.most_common_cell = sky130_fd_sc_hd__clkdlybuf4s50_1
INFO  metric power_density = 38.3 nW/um^2
INFO  metric post-route-worst-setup-slack = 7900 ps
INFO  metric timing.critical_path.buf_inv = 2
INFO  metric routed_wire_length_per_instance = 13.8 um
INFO  metric grt_pass1_wl = 9.67 mm
INFO  metric globalplace.congestion = 0.819
INFO  metric first_pass_iters = 6
INFO  metric stage_log_warnings = 32
INFO  metric dp_hpwl = 5.17 mm
INFO  metric area_growth = 59.5%
INFO  metric port_buffers = 96
INFO  metric ir_worst_vdd = 16.0 uV
INFO  metric dp_cells = 422
INFO  metric ios = 96
INFO  metric layout.sequential_cells = 0
INFO  metric core-area = 6830 sq um
INFO  metric finalSetupViolations = 0
INFO  metric synth-cells-yosys = 241
INFO  metric clock_buffers = 0
INFO  metric postCtsHoldBufs = 0
INFO  metric synth.cell_area = 1740 sq um
INFO  metric path_class = in -> out
INFO  metric die-area = 10800 sq um
INFO  metric synth_largest_type_area_fraction = 22.2%
INFO  metric crit_cells = 11
INFO  metric hp-class = in -> out
INFO  metric rsz0062_at_grt = false
INFO  metric fmax = 0.0981 GHz
INFO  metric startpoint_kind_of_the_worst_setup_timing_path = input port
INFO  metric cpPeakStageDelay = 490 ps
INFO  metric final.period_utilization = 56.3%
INFO  metric remaining_drc_errors = 0
INFO  metric drt_first_iter_violations = 80
INFO  metric cts_resized = 0
INFO  metric drv.max_cap_violation_count = 0
INFO  metric final_ant_viol_nets = 0
INFO  metric insertedDiodeCount = 0
INFO  metric sequential_cell_area = 0 sq um
INFO  metric power_leakage = 1.18 nW
INFO  metric via_count_of_the_routed_design = 2077
INFO  metric syn-instance-count = 241
INFO  metric post_synth.cell_area_avg = 7.24 sq um
INFO  metric timing_max_transition_violations_final = 0
INFO  metric die_h = 104 um
INFO  metric initial_core_util = 25.5%
INFO  metric viasPerCell = 4.92
INFO  metric drive_gt1_share = 3.07%
INFO  metric post_cts_buffers = 0
INFO  metric period_needed = 10200 ps
INFO  metric grt.overflow.total = 0
INFO  metric post-synth-top-area-cell = sky130_fd_sc_hd__ha_1
INFO  metric tightest_slew = 521 ps
INFO  metric cp_slowest_cell = sky130_fd_sc_hd__clkdlybuf4s50_1
INFO  metric fin_cells = 422
INFO  metric cp_data_required_time = 14480 ps
INFO  metric grt_start_max_net_pins = 11
INFO  metric yosys.stat.seqShare = 0%
[Yosys cell counts (all sizes together) (4+ instances only)]
master / n
a21o: 19
a21oi: 29
clkbuf: 8
ha: 31
inv: 6
nand2: 18
nand3: 10
nand4: 8
nor2: 12
nor3: 4
o21ai: 15
o21bai: 5
xnor2: 13
xor2: 15
[layer usage]
metal  vias to the layer above  part of all wire [%]  GRT usage, %
li1                       1092                     -             -
met1                       918                    49          14.3
met2                        67                    44          16.7
met3                         0                   6.6          2.07
met4                         0                     0             0
met5                         -                     0             0
[power breakdown]
part,switching [mW],internal [mW],total (mW)
clock,0,0,0
combinational,0.0423,0.0643,0.107
sequential,0,0,0
total,0.0423,0.0643,0.107
[final cells by class]
type | instances | area [sq um] | area share, %
Inverter | 6 | 22.5 | 0.810
Timing Repair Buffer | 96 | 961 | 34.5
Multi-Input combinational cell | 224 | 1680 | 60.3
Tap cell | 96 | 120 | 4.32
[kinds of logic (layout without fill, tap and decap cells)]
family / count (synthesis) / count (layout) / share of synthesized area, %
simple gates: 65 / 65 / 18.3
buf+inv: 17 / 102 / 3.80
compound gates: 97 / 97 / 39.3
fa+ha+maj: 32 / 32 / 23.4
mux: 2 / 2 / 1.15
xor+xnor: 28 / 28 / 14.1
[cells in the final DEF (no fill, tap or decap), types with 2 or more instances in the layout]
cell type                          n
sky130_fd_sc_hd__a211oi_1          3
sky130_fd_sc_hd__a21o_1           19
sky130_fd_sc_hd__a21oi_1          29
sky130_fd_sc_hd__a311oi_1          2
sky130_fd_sc_hd__a31oi_1           3
sky130_fd_sc_hd__clkdlybuf4s50_1  96
sky130_fd_sc_hd__ha_1             31
sky130_fd_sc_hd__inv_1             6
sky130_fd_sc_hd__mux2i_1           2
sky130_fd_sc_hd__nand2_1          18
sky130_fd_sc_hd__nand2b_1          2
sky130_fd_sc_hd__nand3_1          10
sky130_fd_sc_hd__nand4_1           8
sky130_fd_sc_hd__nor2_1           12
sky130_fd_sc_hd__nor3_1            4
sky130_fd_sc_hd__o211ai_1          3
sky130_fd_sc_hd__o21a_1            2
sky130_fd_sc_hd__o21ai_0          13
sky130_fd_sc_hd__o21bai_1          4
sky130_fd_sc_hd__o221ai_1          2
sky130_fd_sc_hd__o311ai_1          2
sky130_fd_sc_hd__or2_2             3
sky130_fd_sc_hd__xnor2_1          13
sky130_fd_sc_hd__xor2_1           15
[metrics by stage]
stage / utilization, % / cell area, sq um / hold slack, ps / power, mW
3_3_place_gp: 40.7 / 2780 / 8270 / 0.108
6_report: 40.7 / 2780 / 8280 / 0.107
4_1_cts: 40.7 / 2780 / 8290 / 0.108
2_1_floorplan: - / 1740 / 7310 / 0.0513
3_5_place_dp: 40.7 / 2780 / 8290 / 0.108
5_1_grt: 40.7 / 2780 / 8290 / 0.119
[path summary, 6_finish.rpt]
check                  endpoint       from  slack, ps
worst max-delay path  sum_o[26]  src1_i[0]       7900
worst min-delay path   sum_o[0]  src2_i[0]       8280
Power and IR drop assume default switching activity.
